$ cat /design/flow/config.mk
export PLATFORM = sky130hd
export DESIGN_NAME = ID_stage
export DESIGN_NICKNAME = ID_stage
export VERILOG_FILES = /design/flow/design.v
export SDC_FILE = /design/flow/constraint.sdc
export NUM_CORES = 4
export LEC_CHECK = 1
export CORE_UTILIZATION = 30
$ cat /design/flow/constraint.sdc
current_design ID_stage

set clk_period 19.8
set clk_io_pct 0.2

create_clock -name clk0 -period $clk_period [get_ports {clk}]

set non_clock_inputs [all_inputs -no_clocks]
set_input_delay [expr $clk_period * $clk_io_pct] -clock clk0 $non_clock_inputs
set_output_delay [expr $clk_period * $clk_io_pct] -clock clk0 [all_outputs]
$ cat /design/flow/design.v
module ID_stage
(
    input logic         clk,
    input logic         rstn_i,
    input logic         flush_i,
    input logic         halt_i,
    output logic [4:0]  rs1a_o,          
    output logic [4:0]  rs2a_o,          
    input logic [31:0]  rs1d_i,          
    input logic [31:0]  rs2d_i,          
    input logic         valid_i,         
    input logic [31:0]  instr_i,         
    input logic [31:0]  pc_i,            
    input logic         br_pred_i,       
    output logic        ack_o,           
    input logic         ack_i,           
    output logic        valid_o,         
    output logic [31:0] instr_o,         
    output logic [31:0] pc_o,            
    output logic [31:0] rs1_o,           
    output logic [31:0] rs2_o,           
    output logic [31:0] imm_o,           
    output logic        br_pred_o,       
    input logic [4:0]   rd_i             
);
logic [31:0]    reg_lock_n;
logic [31:0]    reg_lock_q;
logic [4:0]     rd;
logic [4:0]     rd_n, rd_q;
logic           invalid;
logic [31:0]    imm;
struct packed {
    logic           valid;
    logic [31:0]    instr;
    logic [31:0]    pc;
    logic [31:0]    rs1;
    logic [31:0]    rs2;
    logic [31:0]    imm;
    logic           br_pred;
} data_n, data_q;
decoder decoder_i(
    .instr  ( instr_i   ),
    .rd     ( rd        ),
    .rs1    ( rs1a_o    ),
    .rs2    ( rs2a_o    ),
    .imm    ( imm       ),
    .invalid( invalid   )
);
assign br_pred_o = data_q.br_pred;
assign valid_o = data_q.valid;
assign instr_o = data_q.instr;
assign pc_o    = data_q.pc;
assign rs1_o   = data_q.rs1;
assign rs2_o   = data_q.rs2;
assign imm_o   = data_q.imm;
always_comb
begin
    data_n = data_q;
    ack_o   = 1'b0;
    rd_n    = rd_q;
    reg_lock_n = reg_lock_q;
    reg_lock_n[rd_i] = 1'b0;
    if(ack_i)
        data_n.valid = 1'b0;
    if((!data_q.valid || ack_i) && valid_i) begin
        if(!reg_lock_q[rs1a_o] && !reg_lock_q[rs2a_o] && ! invalid) begin
            ack_o          = 1'b1;
            data_n         = {1'b1, instr_i, pc_i, rs1d_i, rs2d_i, imm, br_pred_i};
            rd_n           = rd;
            reg_lock_n[rd] = 1'b1;
        end
    end
    if(flush_i) begin
        data_n.valid = 1'b0;
        reg_lock_n[rd_q] = 1'b0;
        reg_lock_n[rd] = 1'b0;
    end
    reg_lock_n[0] = 1'b0;
end
always_ff @(posedge clk, negedge rstn_i)
begin
    if(!rstn_i) begin
        data_q     <= 'b0;
        reg_lock_q <= 'b0;
    end else if(!halt_i) begin
        data_q     <= data_n;
        rd_q       <= rd_n;
        reg_lock_q <= reg_lock_n;
    end
end
endmodule
module decoder
(
    input logic [31:0]    instr,
    output logic [4:0]    rs1,
    output logic [4:0]    rs2,
    output logic [4:0]    rd,
    output logic [31:0]   imm,
    output logic          invalid
);
always_comb
begin
    rs1 = 'b0;
    rs2 = 'b0;
    rd  = 'b0;
    imm = 'b0;
    invalid = 1'b0;
    case(instr[6:0])
        7'b0110111: begin
            imm = {instr[31:12], 12'b0};
            rd  = instr[11 : 7];
        end
        7'b0010011: begin
            rs1 = instr[19:15];
            rd  = instr[11 : 7];
            imm = {{20{instr[31]}}, instr[31:20]};
        end
        7'b0110011: begin
            rs1    = instr[19:15];
            rs2    = instr[24:20];   
            rd  = instr[11 : 7];                 
        end
        7'b0000011: begin
            rs1    = instr[19:15];
            rd  = instr[11 : 7];
            imm = {{20{instr[31]}}, instr[31:20]};
        end
        7'b0100011: begin
            rs1 = instr[19:15];
            rs2 = instr[24:20];
            imm = {{20{instr[31]}}, instr[31:25], instr[11:7]};
        end
        7'b1100011: begin
            rs1 = instr[19:15];
            rs2 = instr[24:20];
            imm = {{19{instr[31]}}, instr[31], instr[7], instr[30 : 25], instr[11:8], 1'b0};
        end
        7'b1100111: begin
            rs1 = instr[19:15];
            rd  = instr[11 : 7];
            imm = {{20{instr[31]}}, instr[31:21], 1'b0};
        end
        7'b1101111: begin
            rd  = instr[11 : 7];
            imm = {{12{instr[31]}}, instr[19:12], instr[20], instr[30:21], 1'b0};
        end
        7'b0010111: begin
            imm = {instr[31:12], 12'b0};
        end
        7'b0001111, 7'b1100111, 7'b1100111: begin
            rs1 = 5'b0;
            rs2 = 5'b0;
            rd  = 5'b0;
            imm = 'b0;
        end
        default: begin
            invalid = 1'b1;
        end
    endcase
end
endmodule
$ cat /design/flow/run.sh
#!/bin/bash
# OpenROAD 26Q1-2900-gdf79404cd8, Yosys 0.63+post, stock flow scripts
make -C /OpenROAD-flow-scripts/flow DESIGN_CONFIG=/design/flow/config.mk WORK_HOME=/design/flow/orfs finish
==> results.txt <==
Reg clk slew, reported paths -> 0.07 ns
Slew at the pin closest to its max-slew limit -> 0.998 ns
Switching power total -> 305 uW
Number of antenna violations at the first check in global routing -> 0
Maximum clock skew at final layout -> 0.0150 ns
Clock latency reported for the late side of the worst-skew pair -> 0.45 ns
Post-synthesis cell count from yosys -> 892
Synth area leader -> dfrtp_1
Crit path capture type -> output port
Pint -> 951 uW
Async set-reset flop share out of synthesis -> 97.5%
Number of setup buffers added after CTS -> 0
Yosys stat chip area -> 10700 um2
Met3 wire length -> 3260 um
Maximum number of pins on one net before global-route repair -> 63
Fraction of power consumed by combinational cells -> 26.7%
Power consumption -> 1260 uW
Cell resize tally after clock tree synthesis -> 0
RePlAce Congestion -> 0.943
Highest signal layer in the routed design -> met4
Fin. max-slew vios -> 0
Port Buf Inserts -> 312
Post-route DRC violation count -> 0
Number of instances on the worst hold path -> 1
Number of global-route vias before repair -> 8229
Share of the cycle needed by the critical path after routing -> 54.5%
Worst setup margin -> 9.02 ns
WL final -> 34400 um
Total core area -> 34800 um2
Gate count after technology mapping -> 892
Count of endpoints failing setup in the final report -> 0
Worst slack at placement -> 8.98 ns
Final TNS setup -> 0 ns
Launching element type of the critical path -> input pin
Setup repair after global routing missed its margin -> false
Count of pins on the block boundary -> 313
Ordered cell list for the critical path -> clkdlybuf4s50_1, mux4_2, mux2_2, nand2_1, o21ai_0, nand3_1, nand2_1, inv_1, clkdlybuf4s50_1
Synth Register Bits -> 198
Remaining global-route overflow -> 0
Drt first-iter violations -> 556
Detailed-routed wire length on met2 -> 15500 um
Global-route wire length before repair -> 50900 um
Result of the run -> finished clean
Instance count on the critical path -> 9
Total standard cell area after synthesis -> 10700 um2
Slowest Stage Delay on Critical Path -> 0.93 ns
Total inserted antenna cells -> 0
Log Warnings -> 31
Vertical die dimension -> 191 um
Buffers plus inverters on the worst setup path -> 3
Family with the most delay on the worst path -> buffers and inverters
Type of the worst setup path -> input pin to output port
Arrival time worst endpoint -> 6.82 ns
Met1 wire length -> 15000 um
Floorplan-stage core utilization -> 30.8%
Required time at the endpoint of the critical path -> 15.84 ns
Maximum buffer depth of the clock tree -> 2
Antenna-violating nets left -> 0
Slowest stage cell on the critical path -> clkdlybuf4s50_1
Mean number of vias per cell -> 5.14
Proportion of layout cells with a drive suffix above 1 -> 18.0%
Final critical delay including setup and external delays -> 10.78 ns
Share of the core filled with cells -> 42.4%
Most common reg cell -> dfrtp_1
Number of unique standard cell types used by synthesis -> 81
Power per standard cell area -> 85.2 nW/um2
CTS H-tree depth -> 4
Fraction of post-synthesis cell area in the top cell type by area -> 45.1%
Count of library flops with an enable pin -> 5
Tally of max-capacitance violations -> 0
Count of hold buffers inserted by post-cts repair -> 0
Per-instance average area after synthesis -> 12.0 um2
CTS Buf Count -> 17
Switching power as a share of total power -> 24.3%
Leak pwr -> 0.00606 uW
Seq/Total Area, Yosys -> 46.5%
Type of the tightest min-delay check -> flop to flop
Width of the die -> 191 um
Worst ir drop on vdd -> 0.0615 mV
Number of sinks handled by clock tree synthesis -> 198
Area contributors post-synth -> dfrtp_1 45%, mux2_4 12%, mux2_2 5.3%
Layout overhead on the synthesized area -> 37.7%
Routed wire length per instance -> 20.9 um
Highest clock rate -> 0.0927 GHz
Die Outline Area -> 36400 um2
TritonCTS clock tree -> done
CTS Root Buffer Type -> clkbuf_16
Number of endpoints with negative hold slack in the final report -> 0
Global router's overall resource usage -> 19.0%
Pre-antenna DRT Iters -> 7
Total half-perimeter wirelength after legalization and detailed placement -> 25100 um
Max-slew headroom at the worst pin -> 32.9%
Warnings, synthesis -> 2
CP Max Fanout -> 12
Row count -> 68
Commonest cells in the netlist -> 193 x dfrtp_1, 85 x mux2_4, 50 x mux2_2, 50 x nand2_1, 49 x a21oi_1
Clk network pwr share -> 30.9%
Via count -> 8444
Flop pwr share -> 42.4%
Number of cells traversed by the worst register-to-register path -> 9
Most numerous cell in the Yosys netlist -> dfrtp_1
==> cell families after synthesis <==
kind of cell,count (synthesis),synth area share [%]
fa+ha+maj,9,1.05
mux,181,22.8
xor+xnor,9,0.736
compound gates,196,13.2
flops,198,46.5
simple gates,190,10.0
buf+inv,109,5.76
==> metrics by stage <==
stage               cell area (um2)  cells  hold slack (ns)
floorplan                     10700    892            0.408
finish                        14700   1644            0.475
global placement              14100   1612            0.458
detailed placement            14100   1612            0.461
CTS                           14700   1644            0.478
global route                  14700   1644            0.497
==> area by class of cell <==
type	count	area [um2]
Clock buffer	20	457
Clock inverter	12	188
Fill cell	3246	20100
Inverter	48	180
Multi-Input combinational cell	585	5130
Sequential cell	198	4980
Tap cell	455	569
Timing Repair Buffer	326	3230
==> placed cells by master, fill, tap and decap left out, drive strengths merged, types with 5 or more instances in the layout <==
cell type and instances:
a222oi 5, a221oi 5, o41ai 20, nor3 9
and2 26, edfxtp 5, nor3b 6, o22ai 5
nand2 50, o32ai 9, mux2 135, a32oi 7
inv 52, nor4 6, dfrtp 193, nor2b 16
nor2 21, nand3b 7, o21ai 38, ha 9
and3 7, mux4 11, clkbuf 21, xor2 5
clkdlybuf4s50 311, nand3 14, buf 14, nand2b 7
a41o 6, a31oi 8, mux2i 35, a21oi 50
==> power groups by stage <==
stage / combinational, uW / clock, uW / sequential (uW)
final: 335 / 388 / 532
after global routing: 363 / 411 / 543
after CTS: 342 / 397 / 532
==> worst reg2reg max path: cells and delay by family, from the launching register on <==
family	cells	cell delay (ns)
and+or+nand+nor	2	0.88
AOI/OAI and AO/OA	3	0.51
DFF	1	0.43
muxes	2	0.82
buffers and inverters	2	1.29
==> sequential cells by signal (all words and copies together), names as in the netlist <==
| signal | flops |
|---|---|
| rd_q | 5 |
| reg_lock_q | 31 |
| data_q | 162 |
==> worst paths after layout <==
check	slack, ns	from	end
max	9.02	instr_i[16]	ack_o
min	0.48	data_q[130]	data_q[130]
max reg2reg	15.77	reg_lock_q[28]	data_q[76]
min reg2reg	0.48	data_q[130]	data_q[130]
max in group asynchronous	14.66	rstn_i	reg_lock_q[8]
min in group asynchronous	3.50	rstn_i	data_q[40]
==> per-layer routing <==
layer / global-route usage (%) / vias to the layer above
met5: 0 / -
met3: 6.33 / 31
met4: 2.89 / 0
met2: 27.6 / 335
li1: - / 3860
met1: 28.7 / 4218
No activity file was given, so power comes from the tool's default toggle rates.
