$ cat ./run.sh
#!/bin/bash
# OpenROAD 26Q1-2900-gdf79404cd8, Yosys 0.63+post, stock flow scripts
make -C /OpenROAD-flow-scripts/flow DESIGN_CONFIG=/design/flow/config.mk WORK_HOME=/design/flow/orfs finish
$ cat ./config.mk
export PLATFORM = sky130hd
export DESIGN_NAME = WB_stage
export DESIGN_NICKNAME = WB_stage
export VERILOG_FILES = /design/flow/design.v
export SDC_FILE = /design/flow/constraint.sdc
export NUM_CORES = 4
export LEC_CHECK = 1
export CORE_AREA = 10 10 113 113
export DIE_AREA = 0 0 123 123
$ cat ./constraint.sdc
current_design WB_stage

set clk_period 1.0
set clk_io_pct 0.2

create_clock -name clk0 -period $clk_period [get_ports {clk}]

set non_clock_inputs [all_inputs -no_clocks]
set_input_delay [expr $clk_period * $clk_io_pct] -clock clk0 $non_clock_inputs
set_output_delay [expr $clk_period * $clk_io_pct] -clock clk0 [all_outputs]
$ cat ./design.v
module WB_stage (
    input logic         clk,
    input logic         rstn_i,
    input logic         halt_i,
    output logic        ack_o,
    input logic         valid_i,
    input logic [31:0]  instr_i,
    input logic [31:0]  data_i,
    output logic [4:0]  rd_o,
    output logic [31:0] data_o
);
struct packed {
    logic [4:0]     rd;
    logic [31:0]    data;
} data_n, data_q;
assign data_o = data_q.data;
assign rd_o   = data_q.rd;
always_comb
begin
    ack_o = 1'b0;
    data_n = data_q;
    if(valid_i) begin
        ack_o        = 1'b1;
        case(instr_i[6:0])
            7'b0110111, 7'b0010011, 7'b0110011, 7'b0000011, 7'b1101111, 7'b1100111, 7'b0010111: begin
                data_n.rd = instr_i[11 : 7];
                data_n.data = data_i;
            end
            default:
                data_n.rd = 'b0;
        endcase
    end else begin
        data_n.rd = 'b0;
    end
end
always_ff @(posedge clk, negedge rstn_i)
begin
    if(!rstn_i) begin
        data_q <= 'b0;
    end else if(!halt_i) begin
        data_q <= data_n;
    end
end
endmodule
==> impl_metrics.sql <==
-- implementation run metrics
INSERT INTO impl_metrics (metric_group, metric, value, unit) VALUES
('worst_setup_path', 'r2r-end', 'data_q[19]$_DFFE_PN0P_', ''),
('logic_synthesis', 'postSynthAreaPerCell', '17.3', 'um^2'),
('finish', 'layout_top_cells_excl_fill_tap', 'buf_2 (43), clkdlybuf4s50_1 (38), dfrtp_1 (37), mux2_4 (32), buf_4 (23)', ''),
('global_routing', 'globalRouteOverflowTotal', '0', ''),
('job', 'count_of_tool_warnings', '50', ''),
('cts', 'cts-root-buf', 'clkbuf_8', ''),
('worst_setup_path', 'worst-endpoint-required', '1170', 'ps'),
('global_routing', 'groute.usage.overall', '6.59', '%'),
('timing', 'holdWs', '-118', 'ps'),
('worst_setup_path', 'worst_endpoint_data_arrival_time', '1270', 'ps'),
('worst_setup_path', 'worstRegToRegCells', '3', ''),
('logic_synthesis', 'synth_stat.cells', '84', ''),
('logic_synthesis', 'synth_cells', '84', ''),
('power_and_ir_drop', 'static-leakage-power', '1.39', 'nW'),
('finish', 'largest_reg_flops', '37', ''),
('logic_synthesis', 'mappedNetlistArea', '1450', 'um^2'),
('timing', 'worst_slew_slack_as_a_fraction_of_its_limit', '86.1', '%'),
('finish', 'largest_register_by_flop_count', 'data_q', ''),
('worst_setup_path', 'cp-end-kind', 'flop', ''),
('hold_path', 'min-delay-path-class', 'input port to async pin', ''),
('routing', 'routed_wl', '5080', 'um'),
('worst_setup_path', 'worst_setup_path_start_kind', 'input port', ''),
('logic_synthesis', 'numSynthFlops', '37', ''),
('power_and_ir_drop', 'vdd_ir_drop_max', '481', 'uV'),
('die', 'chipHeight', '123', 'um'),
('finish', 'largest_registers', 'data_q (37)', ''),
('job', 'cap_violations', '0', ''),
('finish', 'final_layout_size_suffix_gt1_share', '60.9', '%'),
('routing', 'ant_nets', '0', ''),
('timing', 'final-setup-viol-count', '32', ''),
('logic_synthesis', 'yosys_warnings', '1', ''),
('routing', 'routedWlPerCell', '14.8', 'um'),
('timing', 'slew_violations', '0', ''),
('routing', 'drcViolationCount', '0', ''),
('timing', 'unrepaired_setup_endpoints_after_global_routing', 'true', ''),
('cts', 'cts_tree', 'done', ''),
('die', 'floorplanUtilization', '14.1', '%'),
('finish', 'finish.utilization', '27.5', '%'),
('finish', 'final_layout_top_logic_cell', 'buf_2', ''),
('place', 'io_buffer_count', '85', ''),
('timing', 'worst_slack', '-98.2', 'ps'),
('routing', 'n_antenna_cell', '0', ''),
('status', 'violations', 'negative hold slack, negative setup slack', ''),
('logic_synthesis', 'ys_chip_area', '1450', 'um^2'),
('cts', 'clockBufferDepth', '2', ''),
('timing', 'final.period_utilization', '110', '%'),
('routing', 'detailedRoute.firstPassIterationCount', '2', ''),
('timing', 'max_freq', '0.911', 'GHz'),
('die', 'coreArea', '10300', 'um^2'),
('routing', 'num_vias', '1151', ''),
('cts', 'cts_made_buffers', '5', ''),
('cts', 'clock_pin_slew_on_the_worst_setup_and_hold_paths', '70', 'ps'),
('finish', 'final_cell_area', '2840', 'um^2'),
('logic_synthesis', 'synth.distinct_cells', '10', ''),
('die', 'design.die.area', '15100', 'um^2'),
('cts', 'worstSkewPairLatency', '280', 'ps'),
('global_routing', 'grt_max_degree', '38', ''),
('place', 'dp_worst_setup_slack', '-814', 'ps'),
('die', 'io_pins', '106', ''),
('timing', 'report.final.hold_viol_count', '37', ''),
('worst_setup_path', 'setup.reg_to_reg.worst_slack', '20', 'ps'),
('cts', 'clock_sinks', '37', ''),
('timing', 'tightestPinTransition', '208', 'ps'),
('status', 'run_status', 'finished, violations left', ''),
('cts', 'clock_tree.htree_level_count', '2', ''),
('worst_setup_path', 'critical_path.endpoint', 'data_q[29]$_DFFE_PN0P_', ''),
('worst_setup_path', 'worst-setup-path-type', 'input port to flop', ''),
('finish', 'num-fill-cells', '1054', ''),
('worst_setup_path', 'worst_r2r_startpoint', 'data_q[19]$_DFFE_PN0P_', ''),
('finish', 'syn2layout_area_growth', '95.8', '%'),
('place', 'place_hpwl', '3380', 'um');
-- per-layer routing --
metal	share of wire, %	vias up	track usage (%)
li1	-	546	-
met1	41	558	8.29
met2	50	42	11.1
met3	8.5	5	2.41
met4	0.73	0	0.582
met5	0	-	0
-- power breakdown --
group          total [mW]  internal [mW]  switching (mW)  leakage, nW
clock network        1.07          0.548           0.525       0.0443
registers            1.87           1.75           0.119        0.484
logic                1.08          0.827           0.250        0.865
total                4.02           3.13           0.895         1.39
-- critical path: stages --
cell and delay [ps]:
buf_8 100, nor2_4 90, o21ai_2 70, a21oi_4 200, buf_6 160, buf_12 140
mux2_4 300
-- kinds of logic after synthesis --
family	count (synthesis)	synth area share [%]
DFF	37	63.8
muxes	32	24.8
and+or+nand+nor	4	3.79
AOI/OAI and AO/OA	7	4.74
buffers and inverters	4	2.84
-- layout make-up --
| cell class | instances | area [um^2] | area share [%] |
|---|---|---|---|
| repair buffers | 120 | 1040 | 36.6 |
| flip-flops and latches | 37 | 926 | 32.6 |
| multi-input cells | 43 | 619 | 21.8 |
| well taps | 136 | 170 | 5.99 |
| clock buffers | 7 | 86.3 | 3.04 |
-- metrics by stage --
stage               TNS (ps)  hold WS (ps)  std cells  power [mW]
global route           -4710          -112        343        4.30
floorplan              -7620         -95.6         84        2.05
finish                 -2630          -118        343        4.02
detailed placement    -28690           192        312        2.94
CTS                    -2640          -122        338        4.09
global placement      -28210           184        312        2.93
-- worst min path at each step --
stage	startpoint	endpoint	slack, ps
4_1_cts	rstn_i	data_q[18]$_DFFE_PN0P_	-120
5_1_grt	rstn_i	data_q[32]$_DFFE_PN0N_	-110
6_report	rstn_i	data_q[32]$_DFFE_PN0N_	-120
-- repair_timing --
action | CTS | global route
setup buffers | 15 | 6
resized | 191 | 6
pin swaps | 4 | 6
hold endpoints to repair | 37 | 37
gates cloned | 4 | 0
setup endpoints to repair | 75 | 74
-- Yosys cell counts (all sizes together) --
| cell type | n | share of area (%) |
|---|---|---|
| a21oi | 1 | 1.1 |
| a22o | 5 | 3.0 |
| buf | 4 | 2.8 |
| dfrtp | 37 | 64 |
| mux2 | 32 | 25 |
| nand4b | 2 | 3.3 |
| nor2 | 2 | 0.52 |
| o21ai | 1 | 0.60 |
No activity file was given, so power comes from the tool's default toggle rates.
